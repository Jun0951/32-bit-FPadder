==> flow/design.v <==
module fpadder (output logic [31:0] sum, output logic ready,
                input logic [31:0] a, input logic clock, nreset);
    logic [31:0] m,n;       
    logic [1:0] exp;
	logic sign; 
    logic adding, stopOp, infNum, abSum, notNum, bigNum;    
	logic [7:0] exp_m, exp_n;        						  
	logic [22:0] manti_m, manti_n;						 
	logic [23:0] manti_m2, manti_n2, manti_m1, manti_n1;	 
	logic sign_m, sign_n;		 
    assign sign_m = m[31];
    assign sign_n = n[31];
    assign exp_m = {m[30:23]};
    assign exp_n = {n[30:23]};
    assign manti_m = {m[22:0]};
    assign manti_n = {n[22:0]};
	assign manti_m2 = {1'b1, manti_m};
	assign manti_n2 = {1'b1, manti_n};
	always_comb 
      begin
        notNum = (exp_m == 255 & manti_m != 0) || (exp_n == 255 & manti_n != 0);  
		bigNum = (exp_m == 255 & manti_m == 0) || (exp_n == 255 & manti_n == 0);
      end 
    always_comb 
      begin
        exp = (exp_m > exp_n)? 2'b10 : (exp_m < exp_n)? 2'b01 : 2'b00;
        sign = (sign_m == sign_n)? '1 : '0;
      end
    always_comb
      begin
          if (exp == 2'b10) begin
            manti_n1 = manti_n2 >> (exp_m - exp_n);       
			manti_m1 = manti_m2;  
			end
          else if (exp == 2'b01) begin
            manti_m1 = manti_m2 >> (exp_n - exp_m);
			manti_n1 = manti_n2;	
			end
          else begin
			manti_m1 = manti_m2; 
			manti_n1 = manti_n2;	
			end
      end                                                
    logic [24:0] manti_m3, manti_n3, sum_manti;
    logic [7:0]  sum_exp;
    logic sum_sign;
    assign manti_m3 = {'0, manti_m1[23:0]};
    assign manti_n3 = {'0, manti_n1[23:0]};
    always_ff @(posedge clock, negedge nreset)      
      if(!nreset) begin
      	sum_manti <= 0;
        sum_exp <= 0; 
        sum_sign <= 0; end
      else if (adding == '1) begin	 
        if (sign == '1) begin               
        sum_manti <= (manti_n3 + manti_m3);    
		sum_exp <= (exp ==  2'b10)? exp_m : exp_n;
        sum_sign <= sign_m; end
        else if (sign == '0 & exp == 2'b10) begin
      	sum_manti <= manti_m3 - manti_n3;
		sum_exp <= exp_m; 
        sum_sign <= sign_m; end
        else if (sign == '0 & exp == 2'b01) begin
      	sum_manti <= manti_n3 - manti_m3;
      	sum_exp <= exp_n; 
        sum_sign <= sign_n; end
        else if (sign == '0 & exp == 2'b00) begin
       	sum_manti <= (manti_m3 > manti_n3)? (manti_m3 - manti_n3) : (manti_m3 < manti_n3)? (manti_n3 - manti_m3) : 25'h1000000;
      	sum_exp <= (manti_m3 > manti_n3)? exp_m : (manti_m3 < manti_n3)? exp_n : 8'h0; 
        sum_sign <= (manti_m3 > manti_n3)? sign_m : (manti_m3 < manti_n3)? sign_n : '0; end 	end
	  else if (stopOp == 1) begin
		sum_manti[24:23] <= 2'b01;
		sum_manti[22:0] <= 23'h7fffff;
      	sum_exp <= 8'hff; 
        sum_sign <= '0; end
	  else if (infNum == 1) begin
		if (sign == 1) begin			 
			sum_manti[24:23] <= 2'b01;
			sum_manti[22:0] <= 0;
			sum_exp <= 8'hff; 
			sum_sign <= sign_m; end	
		else begin						 
			sum_manti[24:23] <= 2'b01;
			sum_manti[22:0] <= 0;
			sum_exp <= (exp == 2'b0) ? 8'h0 : 8'hff; 
			sum_sign <= (exp == 2'b10)? sign_m : (exp == 2'b01)? sign_n : 1'b0; end	end				
      always_ff @(posedge clock, negedge nreset)
		if(!nreset)
			sum <= 0;
		else if(abSum == 1) begin
        if (sum_manti[24] == 1)	begin 
			if (sum_exp == 254)						 
				sum <= {sum_sign, 8'hff, 23'b0};      
			else if (sum_exp == 0 & sum_manti[22:0] == 0)
				sum <= 0;
			else 
				sum <= {sum_sign, sum_exp + 8'b1, sum_manti[23:1]}; end			
        else begin
			if (sum_manti[23] == 1)
			sum <= {sum_sign, sum_exp, sum_manti[22:0]};  
			else if (sum_manti[22] == 1)
			sum <= {sum_sign, (sum_exp - 8'h1), sum_manti[21:0], 1'b0}; 
			else if (sum_manti[21] == 1)
			sum <= {sum_sign, (sum_exp - 8'h2), sum_manti[20:0], 2'b0};
			else if (sum_manti[20] == 1)
			sum <= {sum_sign, (sum_exp - 8'h3), sum_manti[19:0], 3'b0};
			else if (sum_manti[19] == 1)
			sum <= {sum_sign, (sum_exp - 8'h4), sum_manti[18:0], 4'b0};
			else if (sum_manti[18] == 1)
			sum <= {sum_sign, (sum_exp - 8'h5), sum_manti[17:0], 5'b0}; 
			else if (sum_manti[17] == 1)
			sum <= {sum_sign, (sum_exp - 8'h6), sum_manti[16:0], 6'b0};
			else if (sum_manti[16] == 1)
			sum <= {sum_sign, (sum_exp - 8'h7), sum_manti[15:0], 7'b0};
			else if (sum_manti[15] == 1)
			sum <= {sum_sign, (sum_exp - 8'h8), sum_manti[14:0], 8'b0};
			else if (sum_manti[14] == 1)
			sum <= {sum_sign, (sum_exp - 8'h9), sum_manti[13:0], 9'b0}; 
			else if (sum_manti[13] == 1)
			sum <= {sum_sign, (sum_exp - 8'ha), sum_manti[12:0], 10'b0};
			else if (sum_manti[12] == 1)
			sum <= {sum_sign, (sum_exp - 8'hb), sum_manti[11:0], 11'b0};
			else if (sum_manti[11] == 1)
			sum <= {sum_sign, (sum_exp - 8'hc), sum_manti[10:0], 12'b0};
			else if (sum_manti[10] == 1)
			sum <= {sum_sign, (sum_exp - 8'hd), sum_manti[9:0], 13'b0}; 
			else if (sum_manti[9] == 1)
			sum <= {sum_sign, (sum_exp - 8'he), sum_manti[8:0], 14'b0};
			else if (sum_manti[8] == 1)
			sum <= {sum_sign, (sum_exp - 8'hf), sum_manti[7:0], 15'b0};
			else if (sum_manti[7] == 1)
			sum <= {sum_sign, (sum_exp - 8'h10), sum_manti[6:0], 16'b0};
			else if (sum_manti[6] == 1)
			sum <= {sum_sign, (sum_exp - 8'h11), sum_manti[5:0], 17'b0};
			else if (sum_manti[5] == 1)
			sum <= {sum_sign, (sum_exp - 8'h12), sum_manti[4:0], 18'b0};
			else if (sum_manti[4] == 1)
			sum <= {sum_sign, (sum_exp - 8'h13), sum_manti[3:0], 19'b0};
			else if (sum_manti[3] == 1)
			sum <= {sum_sign, (sum_exp - 8'h14), sum_manti[2:0], 20'b0}; 
			else if (sum_manti[2] == 1)
			sum <= {sum_sign, (sum_exp - 8'h15), sum_manti[1:0], 21'b0};
			else if (sum_manti[1] == 1)
			sum <= {sum_sign, (sum_exp - 8'h16), sum_manti[0], 22'b0};
			else if (sum_manti[0] == 1)
			sum <= {sum_sign, (sum_exp - 8'h17), 23'b0};
			end
			end
	enum {start, loadN1, loadN2, pred, asblSum, stop} state;
    always_ff @(posedge clock, negedge nreset)
    	if(!nreset)begin
    		state <= start;
			m <= 0;
			n <= 0;  end
    	else begin
			ready <= 0;
			infNum <= 0;
			stopOp <= 0;
			adding <= 0;
			abSum <= 0;
			case(state)
				start:begin
					state <= loadN1; end
				loadN1:begin
					n <= a;
					state <= loadN2; end
				loadN2:begin
					m <= a;
					state <= pred; end
				pred: begin
					state <= asblSum;
					if (!notNum & bigNum)
						infNum <= 1;
					else if (notNum)
						stopOp <= 1;
					else
						adding <= 1; end
				asblSum:begin
					state <= stop;
					abSum <= 1; end
				stop:begin
					ready <= 1;
					state <= start; end				
            endcase
			end		
endmodule
==> flow/run.sh <==
#!/bin/bash
# OpenROAD 26Q1-2900-gdf79404cd8, Yosys 0.63+post, stock flow scripts
make -C /OpenROAD-flow-scripts/flow DESIGN_CONFIG=/design/flow/config.mk WORK_HOME=/design/flow/orfs finish
==> flow/config.mk <==
export PLATFORM = sky130hd
export DESIGN_NAME = fpadder
export DESIGN_NICKNAME = fpadder
export VERILOG_FILES = /design/flow/design.v
export SDC_FILE = /design/flow/constraint.sdc
export NUM_CORES = 4
export LEC_CHECK = 1
export CORE_UTILIZATION = 40
==> flow/constraint.sdc <==
current_design fpadder

set clk_period 19.1
set clk_io_pct 0.2

create_clock -name clk0 -period $clk_period [get_ports {clock}]

set non_clock_inputs [all_inputs -no_clocks]
set_input_delay [expr $clk_period * $clk_io_pct] -clock clk0 $non_clock_inputs
set_output_delay [expr $clk_period * $clk_io_pct] -clock clk0 [all_outputs]
==> Implementation_results.wiki <==
== Run summary ==
{| class="wikitable"
! Metric !! Value
|-
| Critical path start-end classification || reg -> reg
|-
| OpenROAD warnings || approximately 95
|-
| Combined buffer and inverter count along the critical path || 4
|-
| Placement row count || 78
|-
| Unrepaired setup endpoints after global routing || false
|-
| Post-synth tally of flip-flops with integrated enable || 5
|-
| Maximum number of pins on one net before global-route repair || 57
|-
| Flops out of synthesis || about 140
|-
| PortBufs || 66
|-
| Post-cts hold-fix buffer tally || 0
|-
| Syn Std Cell Area || 18700 µm²
|-
| Diodes inserted || 0
|-
| Result of the run || finished, final reports clean
|-
| Total die size || 47600 µm²
|-
| Quantity of gates resized following cts || 0
|-
| Core Footprint || ~46000 µm²
|-
| Wire length after detailed routing || 78.4 mm
|-
| Max-capacitance violation count || 0
|-
| Final Critical Period || 8120 ps
|-
| Dominant logic cell types in the final layout || nand2_1, a21oi_1, o21ai_0, nor2_1, dfrtp_1
|-
| Prevailing post-synth register cell || dfrtp_1
|-
| Final Hold Fails || 0
|-
| DRC violation total after the first TritonRoute iteration || 2070
|-
| Clock transition time at the flip-flop clock pins of the worst setup and hold paths || 70 ps
|-
| Startpoint class of the critical path || register
|-
| GRT Resource Usage Total || ~34%
|-
| CTS Buffer Depth || 2
|-
| Setup Fix Bufs, Post-CTS || 0
|-
| Most used logic cell in the final layout || nand2_1
|-
| Setup clock skew after layout || 36.9 ps
|-
| Final Max Slew Viols || 0
|-
| Data required time of the worst path || between 15000 and 20000 ps
|-
| Share of the synthesized netlist area taken by xor and xnor gates || around 2.4%
|-
| Max rail drop VDD || 0.0504 mV
|-
| Number of standard cells after synthesis || 2492
|-
| Crit-path slowest cell || a2111oi_1
|-
| Sequential share of the synthesized area || 19.0%
|-
| Vias post-DR || 20.1k
|-
| Synthesized-area fraction occupied by ao, oa, aoi and oai cells || 35.6%
|-
| Beginning of the critical path || m[25]$_DFFE_PN0P_
|-
| Initial core utilization || 40.9%
|-
| Simple Share, Synth || 17.2%
|-
| Die width || 218 µm
|-
| Number of gates on the worst path with buffers counted || 25
|-
| Dominant delay contributor by cell family on the critical path || AND-OR/OR-AND gates
|-
| Final number of setup-violating endpoints || 0
|-
| Longest individual stage delay on the worst path || 700 ps
|-
| Yosys cell count || about 2.5k
|-
| Post-DR wirelength/cell || 25.9 µm
|-
| Share of the cycle needed by the critical path after routing || a little over two fifths
|-
| Total overflow reported by the global router || 0
|-
| Post-synth cell types || ~94
|-
| Final GP Congestion || ~1.0
|-
| Synthesis-to-finish area growth || 8.74%
|-
| Latency at later pin || about 510 ps
|-
| TritonCTS clock tree || built
|-
| YS warnings || 1
|-
| Worst hold-check slack || 387 ps
|-
| Number of I/O pins || approximately 67
|-
| Number of buffers added by the clock tree synthesis step || 17
|-
| Largest family of logic cells by area || AND-OR/OR-AND gates
|-
| Async set-or-reset flop fraction in the synthesized netlist || 96.5%
|-
| Highest achievable clock rate || 0.123 GHz
|-
| WP data arrival || 8500 ps
|-
| Average cell area after synthesis || 7.51 µm²
|-
| Slew at the pin with the worst max-slew slack || 1060 ps
|-
| Leakage Power || 8.61 nW
|-
| Worst-case headroom to the max-slew limit || 28.9%
|-
| Final-layout setup total negative slack || 0 ps
|-
| Post-detailed-route DRC marker count || 0
|-
| Worst reg2reg endpoint || sum_manti[5]$_DFFE_PN0P_
|-
| Via count of the first global-routing pass || 18.8k
|-
| TritonCTS sink count || 141
|-
| End point of the critical path || sum_manti[5]$_DFFE_PN0P_
|-
| R2R depth || 25
|-
| Max FO, Critical Path || 48
|-
| Die Span Y || approximately 220 µm
|-
| Flop-to-flop setup slack || 10980 ps
|-
| Reg2reg start || m[25]$_DFFE_PN0P_
|-
| Post-detailed-route via-to-cell ratio || 6.65
|-
| Number of H-tree levels || 4
|-
| Type of the worst min-delay path || reg -> reg
|-
| CP endpoint kind || register
|-
| Post-Synth Adder-Cell Area || 7.69%
|-
| Number of optimization iterations in the first detailed-route pass || 6
|-
| Area fraction in mux cells || 11.1%
|-
| Share of cells above drive strength 1 || 10.4%
|-
| Startpoint of the tightest hold check path || state[4]$_DFF_PN0_
|-
| Antenna violations before repair || 0
|-
| CTS root buf || clkbuf_16
|-
| First-pass GRT wire length || approximately 120 mm
|-
| Remaining antenna violation count || 0
|-
| Total cell area reported by yosys after synthesis || 18700 µm²
|-
| Power Density || 41.6 nW/µm²
|-
| HPWL Detailed || 57.5 mm
|}
## sequential cells by signal (all words and copies together) (netlist names)
signal and count:
sum_manti 25, abSum 1, n 32, adding 1, ready 1, state 6, m 32, sum 32
sum_exp 8, sum_sign 1, infNum 1, stopOp 1
## report_power, final
group          switching [mW]  total (mW)  internal, mW  leakage [nW]
registers             0.00867       0.318         0.310          1.72
logic                   0.115       0.177        0.0626          6.59
clock network           0.160       0.351         0.191         0.290
## metal layers
layer | up-vias | track usage (%) | routed length (µm)
li1 | 9233 | - | -
met1 | 9640 | 45.7 | 32200
met2 | 1036 | 53.5 | 36600
met3 | 216 | 4.96 | 5460
met4 | 0 | 14.8 | 4160
met5 | - | 0 | 0
## area by class of cell
class,count,area [µm²]
fillers,4604,25400
multi-input cells,2015,13900
repair buffers,135,1180
inverters,102,388
clock inverters,14,150
well taps,600,751
clock buffers,18,450
flip-flops and latches,141,3550
## cells in the mapped netlist, types with 15 or more instances
library cell	number	area [µm²]
nand2_1	245	920
a21oi_1	234	1170
clkbuf_1	185	694
o21ai_0	184	921
nor2_1	171	642
dfrtp_1	135	3380
ha_1	107	1340
inv_1	92	345
mux2_2	84	946
mux2i_1	74	741
a221oi_1	62	543
nor3_1	62	310
a211oi_1	56	420
a31oi_1	50	313
a21o_1	42	315
xnor2_1	40	350
o211ai_1	36	270
nand3_1	33	165
buf_1	31	116
nor2b_1	31	194
a22oi_1	28	210
o221ai_1	26	228
o22ai_1	25	156
o21a_1	24	180
nand2b_1	21	131
o31ai_1	21	158
a211o_1	19	166
o21bai_1	19	143
or3_1	19	119
mux4_2	17	383
and3_1	16	100
nand4_1	16	100
nor4_1	16	100
a22o_1	15	131
or2_2	15	93.8
## worst min path at each step
stage	cells after the start	end	slack, ps
finish	0	state[0]$_DFF_PN1_	390
global route	0	state[3]$_DFF_PN0_	400
CTS	0	state[0]$_DFF_PN1_	390
## kinds of logic after synthesis
family	after synthesis
and+or+nand+nor	689
muxes	175
xor gates and xnor gates	51
AOI/OAI and AO/OA	988
DFF	141
buffers and inverters	336
adders and majority gates	112
## stage by stage
step | setup WS, ps | std cells | power [mW] | instance area, µm² | util, %
after global placement | 11290 | 2993 | 0.497 | 19700 | 43.1
after detailed placement | 11180 | 2993 | 0.496 | 19700 | 43.1
after global routing | 10530 | 3025 | 0.881 | 20300 | 44.5
final | 10980 | 3025 | 0.846 | 20300 | 44.5
after floorplan | 12710 | 2492 | 0.423 | 18700 | -
after CTS | 11140 | 3025 | 0.852 | 20300 | 44.5
## worst reg2reg max path: stages (launching register included)
cell and delay, ps:
dfrtp_1 390, inv_1 70, ha_1 430, and2b_1 270, o21ai_1 150, nand3_1 480
nand2_2 220, buf_4 580, mux2i_1 450, mux2i_1 150, a211oi_1 640, a32oi_1 160
a31oi_1 360, inv_1 220, ha_1 370, nor2b_1 200, o2111ai_1 150, a21oi_1 260
o211ai_1 230, a2111oi_1 700, or2_2 350, o21ai_1 100, buf_4 230, a21oi_1 470
a221oi_1 190, o41ai_2 220
No activity file was given, so power comes from the tool's default toggle rates.
